## flow/run.sh

```bash
#!/bin/bash
# OpenROAD 26Q1-2900-gdf79404cd8, Yosys 0.63+post, stock flow scripts
make -C /OpenROAD-flow-scripts/flow DESIGN_CONFIG=/design/flow/config.mk WORK_HOME=/design/flow/orfs finish
```

## flow/config.mk

```make
export PLATFORM = sky130hd
export DESIGN_NAME = cmc_addertree_4to1
export DESIGN_NICKNAME = cmc_addertree_4to1
export VERILOG_FILES = /design/flow/design.v
export SDC_FILE = /design/flow/constraint.sdc
export NUM_CORES = 4
export LEC_CHECK = 1
export CORE_AREA = 10 10 102 102
export DIE_AREA = 0 0 112 112
```

## flow/constraint.sdc

```tcl
current_design cmc_addertree_4to1

set clk_period 8.6
set clk_io_pct 0.2

create_clock -name clk0 -period $clk_period

set non_clock_inputs [all_inputs -no_clocks]
set_input_delay [expr $clk_period * $clk_io_pct] -clock clk0 $non_clock_inputs
set_output_delay [expr $clk_period * $clk_io_pct] -clock clk0 [all_outputs]
```

## flow/design.v

```verilog
module cmc_addertree_4to1 (
    input  logic signed [15:0] in0,
    input  logic signed [15:0] in1,
    input  logic signed [15:0] in2,
    input  logic signed [15:0] in3,
    output logic signed [17:0] sum
);
    logic signed [16:0] sum0, sum1;
    assign sum0 = in0 + in1;
    assign sum1 = in2 + in3;
    assign sum = sum0 + sum1;
endmodule
```

==> summary.txt <==
Here are the numbers from the latest Yosys + OpenROAD run.

The run finished with clean final reports. For reference, the most critical setup path is categorized as in -> out. The chip height came out at 112 um. The highest signal layer in the routed design is met3. The total instance count after detailed placement came out at 402. During placement, the flow inserted port buffers numbering roughly 82. The DRC marker count from the first detailed-route iteration came out at 56.

The count of final max-slew check failures came out at 0. The area occupied by registers is 0 sq um. The aggregate global-route resource usage is 0.0691. inv_1 is the most common cell in the netlist. According to the floorplan report, the placeable core area is between 8000 and 9000 sq um.

Per the OpenROAD power report, leakage power amounts to between 1 and 1.5 nW. The count of distinct cell types in the synthesized netlist is 29. The ratio of cells with drive above 1 in the final layout is 0.0101.

The routed via count divided by cell count came out at 3.90. The via count of the routed design came out at about 1600. The HPWL after detailed placement is around 4100 um.

The library cell occupying the most area in the post-synthesis netlist is fa_1. The count of final setup violators came out at 0. The worst hold path begins at in3[0].

The number of global-route vias before repair came to around 1700. The worst hold path class is in -> out. The main area contributors are fa_1 38%, inv_1 19%, ha_1 12%, a21oi_1 3.8%, xnor2_1 3.6%. In the synthesized netlist, the cells that appear most often are 85 x inv_1, 33 x fa_1, 17 x ha_1, 13 x a21oi_1, 9 x nand2_1. The number of hold violations in the final report is 0. In the routed netlist, the antenna diode instances number 0. The final weighted congestion of routability-driven global placement came out at 0.802. According to the cell report, flip-flops and latches in the layout number 0. The finished layout holds 402 standard cells, fillers aside. The synthesis log from Yosys contains 0 warnings. The total I/O pin count came out at between 80 and 90. The total iterations of the first detailed-routing run is 4. The final layout report lists a filler cell count of 863. For this run the aggregate overflow at the end of global routing stands at 0. The portion of the post-synthesis area used by sequential elements came out at 0. The cell total in the yosys stat output is 218. The script parses the final routing iteration and logs DRC violations as 0. In this run the maximum-capacitance check reported violations numbering 0. The total tool warning count came out at 32. The actual slew at the worst max-slew pin came out at 0.362 ns.

The worst slew margin relative to its limit is 0.756. Setup repair after global routing left no endpoint under its margin. Once routing completed, OpenROAD measured the worst setup slack at 1.57 ns. The met2 wirelength from detailed routing is approximately 2000 um. The chip area in the Yosys report came out at about 1700 sq um. Total power normalized to cell area comes to 172 nW/um^2. The horizontal die size came out at 112 um. Summing every instance area after synthesis gives 1720 sq um.

STA classifies the critical path endpoint as a primary output. The initial antenna violation count is 0. The worst endpoint required time is 6.88 ns. After floorplanning, the core was divided into 33 placement rows.

The worst setup path is launched from an input port. The post-place instance area came out at roughly 2700 sq um. The wire length per cell is 10.6 um. After layout, the clock buffer instance count stands at 0.

The worst hold path stage count came out at 3. The final report gives the core utilization as 0.323. The post-cts repair resize count came out at 0. The worst path arrival time came out at 5.31 ns. The mean cell area of the mapped netlist is 7.88 sq um.

The number of buffers inserted by post-CTS setup repair is 0. Entering global routing, the biggest net connects 9 pins. The peak ir drop on the vdd network is 0.0714 mV.

The final worst hold slack is 4.50 ns. The number of nets with antenna violations after routing came out at 0. The worst slack at placement came out at 1.56 ns.

The area fraction of the largest cell type after synthesis is 0.385. The share of the core area taken by cells at floorplan is 0.209. The final critical path time including I/O delays and setup is 7.03 ns. The critical-path maximum fanout came out at 4. The maximum clock frequency came out at 142 MHz. After layout, the design draws a total of 0.455 mW. The layout overhead on the synthesized area came out at 54.3%.

The first-pass GRT wire length came out at 7450 um. The synthesized instance count came out at 218. For the completed layout, the total cell area is recorded as approximately 2700 sq um. The final-layout setup total negative slack is 0 ns. The met3 wirelength from detailed routing came out at 339 um. In the final routing, the length of wire on met1 measures 1900 um. The post-route clock period utilization is 0.817. The die area came out at 12500 sq um. The detailed-route wire length is about 4300 um. The hold-critical path endpoint is sum[0]. The cts-stage hold buffer count is 0.
==> cell usage in the layout (no fill, tap or decap), types with 2 or more instances in the layout <==
cell	instances
o21ai_1	5
nand2_1	9
o21ai_0	4
a31o_1	2
fa_1	33
nor2_1	6
a21oi_1	13
a211oi_1	3
clkdlybuf4s50_1	82
a21o_1	5
nand4_1	2
inv_1	85
xor2_1	7
ha_1	17
a21boi_1	2
o41ai_1	2
nand3_1	2
xnor2_1	7
o211ai_1	3
==> critical path, cell delays in order <==
cell and delay, ns:
clkdlybuf4s50_1 0.43, fa_1 0.57, fa_1 0.42, ha_1 0.25
fa_1 0.43, a211oi_1 0.30, nor2_1 0.11, o21ai_2 0.27
o21bai_1 0.13, xor2_1 0.15, clkdlybuf4s50_1 0.52
==> final cells by class <==
class / count / area (sq um) / share of cell area
inverter: 85 / 319 / 0.120
timing repair buffer: 82 / 821 / 0.310
tap: 105 / 131 / 0.0496
multi-input combinational: 130 / 1380 / 0.520
==> power by group <==
| part | total (mW) | internal (mW) | switching [mW] | leakage, nW |
|---|---|---|---|---|
| Sequential | 0 | 0 | 0 | 0 |
| Clock | 0 | 0 | 0 | 0 |
| Combinational | 0.455 | 0.262 | 0.194 | 1.35 |
==> cells by family after synthesis <==
kind of cell,Yosys count,share of synthesized area
AND-OR/OR-AND,44,0.165
XOR/XNOR,14,0.0714
adder cells (fa/ha/maj),50,0.508
buffers and inverters,88,0.197
AND/OR/NAND/NOR,22,0.0575
==> worst max-delay path by stage <==
stage / startpoint / cells past startpoint / slack, ns / to
after CTS: in0[1] / 11 / 1.54 / sum[17]
after global routing: in0[1] / 11 / 1.33 / sum[17]
final: in0[1] / 11 / 1.57 / sum[13]
==> routing by layer <==
layer	vias up	global-route usage
met5	-	0
met4	0	0.000846
met2	48	0.110
li1	814	-
met1	706	0.0991
met3	0	0.0174
Power is estimated from default activity; no workload was simulated.
