## flow/config.mk

```make
export PLATFORM = sky130hd
export DESIGN_NAME = max_unit_fp16
export DESIGN_NICKNAME = max_unit_fp16
export VERILOG_FILES = /design/flow/design.v
export SDC_FILE = /design/flow/constraint.sdc
export NUM_CORES = 4
export LEC_CHECK = 1
export CORE_AREA = 10 10 107 107
export DIE_AREA = 0 0 117 117
```

## flow/constraint.sdc

```tcl
current_design max_unit_fp16

set clk_period 6.9
set clk_io_pct 0.2

create_clock -name clk0 -period $clk_period [get_ports {clk}]

set non_clock_inputs [all_inputs -no_clocks]
set_input_delay [expr $clk_period * $clk_io_pct] -clock clk0 $non_clock_inputs
set_output_delay [expr $clk_period * $clk_io_pct] -clock clk0 [all_outputs]
```

## flow/design.v

```verilog
module max_unit_fp16 #(
    parameter INDEX_WIDTH = 16,
    parameter DATA_WIDTH  = 16
)(
    input                      clk,
    input                      rst_n,
    input                      update,
    input  [DATA_WIDTH-1:0]    in_value,    
    input  [INDEX_WIDTH-1:0]   in_index,    
    output [DATA_WIDTH-1:0]    max_value,
    output [INDEX_WIDTH-1:0]   max_index,
    output                     max_valid    
);
    reg [DATA_WIDTH-1:0]    max_value_r;
    reg [INDEX_WIDTH-1:0]   max_index_r;
    reg                     max_valid_r;
    assign max_value = max_value_r;
    assign max_index = max_index_r;
    assign max_valid = max_valid_r;
    always @(posedge clk or negedge rst_n) begin
        if (!rst_n) begin
            max_value_r <= {DATA_WIDTH{1'b0}};
            max_index_r <= {INDEX_WIDTH{1'b0}};
            max_valid_r <= 1'b0;
        end else if (update) begin
            if (!max_valid_r || fp16_lt_f(max_value_r, in_value)) begin
                max_value_r <= in_value;
                max_index_r <= in_index;
                max_valid_r <= 1'b1;
            end
        end
    end
    function fp16_lt_f;
        input [15:0] a;
        input [15:0] b;
        reg a_sign, b_sign;
        reg [4:0] a_exp, b_exp;
        reg [9:0] a_frac, b_frac;
        begin
            a_sign = a[15];
            a_exp  = a[14:10];
            a_frac = a[9:0];
            b_sign = b[15];
            b_exp  = b[14:10];
            b_frac = b[9:0];
            if (a == b) begin
                fp16_lt_f = 1'b0;
            end else if (a_sign == 1'b1 && b_sign == 1'b0) begin
                fp16_lt_f = 1'b1;
            end else if (a_sign == 1'b0 && b_sign == 1'b1) begin
                fp16_lt_f = 1'b0;
            end else if (a_sign == 1'b0 && b_sign == 1'b0) begin
                if (a_exp < b_exp || (a_exp == b_exp && a_frac < b_frac))
                    fp16_lt_f = 1'b1;
                else
                    fp16_lt_f = 1'b0;
            end else begin
                if (a_exp > b_exp || (a_exp == b_exp && a_frac > b_frac))
                    fp16_lt_f = 1'b1;
                else
                    fp16_lt_f = 1'b0;
            end
        end
    endfunction
endmodule
```

## flow/run.sh

```bash
#!/bin/bash
# OpenROAD 26Q1-2900-gdf79404cd8, Yosys 0.63+post, stock flow scripts
make -C /OpenROAD-flow-scripts/flow DESIGN_CONFIG=/design/flow/config.mk WORK_HOME=/design/flow/orfs finish
```

==> Slide: Implementation Results <==
Synthesis and Place & Route Summary

Status
  • Status: finished clean

Drt
  • Antenna-violating nets left: 0
  • Drt wl/cell: ~14 microns
  • Via Count: ~1300
  • Detailed Route Iter0 Violations: 29
  • Routed vias/inst: 3.91
  • Final WL: 4550 microns
  • DRT Pass-1 Iters: 3
  • ANT cells: 0
  • DRC viols: 0

Power and ir drop
  • Peak VDD IR: 0.000154 V
  • Pwr Density: roughly 400 mW/mm^2
  • Leakage: 0.00128 uW

Flow run
  • Log Warnings: 27
  • Max_cap viols: 0

Worst setup path
  • Top delay family on crit path: AND-OR/OR-AND gates
  • Reg2reg path depth: 8
  • Setup CP Type: primary input to flop
  • Critical path's largest stage delay: 490 ps
  • Worst-path maximum fanout: 23
  • Type of origin of the critical path: primary input
  • CP Data Required Time: 7060 ps
  • Worst EP arrival: 4350 ps
  • CP Buf/Inv Count: 3
  • Critical Path Start: in_value[5]
  • Worst path cell trace: clkdlybuf4s50_1, inv_1, ha_1, a21oi_1, o21ai_1, a2111oi_2, mux2i_1, o2111ai_4, buf_4, mux2_2
  • RR Startpoint: max_value_r[5]
  • CP Depth: 10
  • CP max-delay cell: buf_4
  • Crit path capture type: flop

Synthesis
  • Chip area in the Yosys report: 0.00186 sq mm
  • FF+latch count, synth: 33
  • Mean post-synth cell area: between 10 and 15 sq um
  • Synth Seq Share: 0.444
  • Post-Syn Instances: 139
  • Post-Synthesis Cell Area: 0.00186 sq mm
  • Number of synthesis warnings: 1
  • Yosys cell types: 29
  • Ys cells: 139

Timing
  • Slew HR: 0.496
  • Final hold slack: 506 ps
  • Final hold vios: 0
  • Count of final max-slew check failures: 0
  • RSZ-0062 raised after global routing: no
  • Endpoints failing setup: 0
  • Setup TNS: 0 ps
  • Cycle use final: 0.607
  • Actual slew at the worst max-slew pin: 755 ps
  • Clk_skew: 12.9 ps
  • Fmax: 0.239 GHz
  • Fin crit period: 4190 ps

Hold path
  • Worst hold path class: flop to flop
  • Hold Path Stages: 1
  • Hold path start: max_index_r[5]

Clocking
  • CTS buffer count: 5
  • # hold bufs at CTS: 0
  • Post-cts gate resize count: 0
  • Clock Tree Root: clkbuf_8
  • H-tree Lvls: 2
  • Max Buffers Root-to-Sink: 2
  • # clock sinks: 33
  • Clk ins delay skew pair: 290 ps
  • Post-CTS Setup Bufs: 0
  • Reg clk slew, reported paths: approximately 60 ps
  • CTS tree: built

Global route
  • Largest net degree at the start of global routing: 34
  • GRT overflow: 0
  • First-pass GRT wire length: between 7000 and 8000 microns
  • Overall Global Routing Usage: 0.0678
  • Vias in the first global route: 1402
  • Initial antenna violation count: 0

Floorplanning
  • Core area: 0.00920 sq mm
  • Die area: around 0.014 sq mm
  • Top-level I/O count: about 68
  • Row cnt: 35
  • Die Y: around 120 microns
  • Die W: 117 microns
  • FP Util: 0.202

Cells and area
  • FILL cells: 932
  • Share of cells above drive strength 1: 0.212
  • Area Growth Syn to Fin: 46.3%

Placed design
  • Port bufs: 67
  • GP Congestion: 0.731
  • Post-detail-place hpwl: between 3000 and 4000 microns
[final timing paths]
check                             endpoint  slack [ps]
max                        max_index_r[10]        2710
min                         max_index_r[5]         510
max reg2reg                max_index_r[10]        3940
min reg2reg                 max_index_r[5]         510
max in group asynchronous   max_index_r[4]        5240
min in group asynchronous  max_index_r[15]        1150
[power by group]
group          leakage (uW)  internal, uW  switching, uW
clock network     0.0000450          70.0           74.3
logic              0.000850           413            176
registers          0.000385           292           66.4
[placed cells by master, fill, tap and decap left out, types with 5 or more instances in the layout]
cell type and instances:
a21oi_1 5, clkbuf_8 5, clkdlybuf4s50_1 66, dfrtp_1 33, ha_1 18, inv_1 19, mux2_4 29, nand2_1 6
[area by class of cell]
| cell class | count | area, sq um | area share |
|---|---|---|---|
| multi-input combinational | 84 | 927 | 0.341 |
| sequential | 33 | 826 | 0.304 |
| timing repair buffer | 68 | 673 | 0.248 |
| tap | 111 | 139 | 0.0511 |
| clock buffer | 6 | 72.6 | 0.0267 |
| inverter | 19 | 71.3 | 0.0262 |
| clock inverter | 2 | 10.0 | 0.00368 |
[Yosys cell counts (all sizes together)]
master | n | area, sq um
nand3b | 1 | 7.51
o21a | 1 | 7.51
inv | 19 | 71.3
or4 | 1 | 7.51
or2 | 1 | 6.26
nor2 | 2 | 7.51
nor3 | 1 | 5.00
o22ai | 1 | 6.26
a2111oi | 1 | 15.0
ha | 18 | 225
nand4b | 1 | 8.76
nand4 | 2 | 18.8
mux2i | 2 | 20.0
nor2b | 1 | 6.26
buf | 3 | 33.8
o221ai | 1 | 8.76
a21oi | 5 | 25.0
a211oi | 2 | 15.0
nand3 | 1 | 5.00
a31o | 1 | 8.76
o21ai | 2 | 10.0
mux2 | 31 | 458
dfrtp | 33 | 826
nand2 | 6 | 22.5
o2111ai | 1 | 26.3
nand2b | 1 | 6.26
[kinds of logic (layout without fill, tap and decap cells)]
logic type / after synthesis / count (layout) / share of synthesized area
flip-flops: 33 / 33 / 0.444
multiplexers: 33 / 33 / 0.257
adder cells (fa/ha/maj): 18 / 18 / 0.121
AND/OR/NAND/NOR: 18 / 18 / 0.0546
AND-OR/OR-AND: 15 / 15 / 0.0660
buffers and inverters: 22 / 95 / 0.0566
[through the flow]
step | cell area (sq um) | setup slack (ps) | util | instances | power, uW
after CTS | 2720 | 2690 | 0.296 | 323 | 1120
after floorplan | 1860 | 3510 | - | 139 | 688
final | 2720 | 2710 | 0.296 | 323 | 1090
after detailed placement | 2640 | 2410 | 0.287 | 315 | 963
after global routing | 2720 | 2510 | 0.296 | 323 | 1190
after global placement | 2640 | 2420 | 0.287 | 315 | 962
[registers in the layout, summed over array words and instances, names as in the netlist]
register / count
max_index_r: 16
max_valid_r: 1
max_value_r: 16
[metal layers]
layer | routed length, microns | part of all wire | track usage
met5 | 0 | 0 | 0
met4 | 29 | 0.0064 | 0.00659
met3 | 531 | 0.12 | 0.0361
met2 | 2040 | 0.45 | 0.106
met1 | 1940 | 0.43 | 0.0846
Power is estimated from default activity; no workload was simulated.
